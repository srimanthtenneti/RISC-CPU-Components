### /design/flow/run.sh
#!/bin/bash
# OpenROAD 26Q1-2900-gdf79404cd8, Yosys 0.63+post, stock flow scripts
make -C /OpenROAD-flow-scripts/flow DESIGN_CONFIG=/design/flow/config.mk WORK_HOME=/design/flow/orfs finish
### /design/flow/config.mk
export PLATFORM = sky130hd
export DESIGN_NAME = CPU
export DESIGN_NICKNAME = CPU
export VERILOG_FILES = /design/flow/design.v
export SDC_FILE = /design/flow/constraint.sdc
export NUM_CORES = 4
export LEC_CHECK = 1
export CORE_UTILIZATION = 40
### /design/flow/constraint.sdc
current_design CPU

set clk_period 11.3
set clk_io_pct 0.2

create_clock -name clk0 -period $clk_period [get_ports {clk}]

set non_clock_inputs [all_inputs -no_clocks]
set_input_delay [expr $clk_period * $clk_io_pct] -clock clk0 $non_clock_inputs
set_output_delay [expr $clk_period * $clk_io_pct] -clock clk0 [all_outputs]
### /design/flow/design.v
`timescale 1ns/100ps
module CPU(
  input  clk,
  input  rst,
  output HALT
);
  reg [4:0] pc;  
  reg [7:0] ac;  
  reg [7:0] mem [0:31];  
  wire [7:0] instr = mem[pc];  
  wire [2:0] opcode = instr[7:5];  
  wire [4:0] operand = instr[4:0]; 
  wire [7:0] rvalue = mem[operand];
  always @ (posedge clk)
    if (rst)
      pc <= 0;
    else
      begin
        case(opcode)
          3'b000 : begin
             pc <= pc;  
          end
          3'b001 : begin
            pc <= pc + 1 + (!ac);  
          end 
          3'b010 : begin
            ac <= ac + rvalue;  
            pc <= pc + 1;
          end 
          3'b011 : begin
             ac <= ac & rvalue;  
             pc <= pc + 1;
          end
          3'b100 : begin
             ac <= ac ^ rvalue;  
             pc <= pc + 1; 
          end
          3'b101 : begin
             ac <= rvalue;  
             pc <= pc + 1;
          end
          3'b110 : begin
            mem[operand] <= ac;  
            pc <= pc + 1;
          end
          3'b111 : begin
             pc <= operand;  
          end
        endcase
      end
    assign HALT = opcode == 0;
endmodule
==> results_dict.tcl <==
# collected from the flow reports
set metrics [dict create \
    status "complete, no violations" \
    clk_latency_ps 570 \
    num_vias 9689 \
    cts.clk_slew.worst_paths_ps 70 \
    cp_data_required_time_ps 11620 \
    synth-seq-cells 274 \
    ff_type "edfxtp_1" \
    start_kind "flop" \
    path_cells "buf_4 -> mux4_2 -> nand2_1 -> nand2_1 -> o211ai_1 -> nand2_2 -> buf_4 -> nor3_1 -> a22o_1 -> a2111oi_0 -> and3_1 -> ha_1 -> a21o_1 -> a21o_1 -> a21o_1 -> a21oi_1 -> nor2_1 -> a211oi_1 -> nor3_1 -> o21ai_1 -> o31ai_1 -> a221o_1" \
    tightest_slew_ps 1110 \
    wl_per_cell_um 31.3 \
    fin_cells 1518 \
    max-cap-violations 0 \
    relSlewSlack_pct 25.2 \
    drv_slew 0 \
    cts_resized 0 \
    critical_path_buf_inv_count 2 \
    wirelength_um 47600 \
    ys_cells 1000 \
    warning_count 27 \
    viasPerCell 6.38 \
    drtPass1Iterations 7 \
    die_h_um 190 \
    cts_setup_buffers 0 \
    synth_top_cell_by_area "edfxtp_1" \
    cts_tree "built" \
    ys_chip_area_um2 14100 \
    synthArstFlopShare_pct 0 \
    die_w_um 190 \
    setup_viol 0 \
    area_delta_synth_final_pct 12.7 \
    crit_type "flop to flop" \
    layout_worst_path_cycle_share_pct 67.4 \
    fillerInstances 2979 \
    timing.fmax_mhz 131 \
    fp-row-count 68 \
    hp-class "flop to flop" \
    yosysWarnings 1 \
    finClkSkew_ps 22.1 \
    numPortBuffers 2 \
    globalplace.congestion 1.04 \
    ant_nets 0 \
    grt_pass1_wl_um 69300 \
    top_area_share_pct 56.3 \
    post-dp-hpwl_um 32700 \
    dieArea_um2 36000 \
    stdcell_area_um2 15900 \
    rsz0062_at_grt "false" \
    area_leaders "edfxtp_1 56%, mux4_2 9.6%, mux2i_1 8.1%, nand2_1 3.1%, nor2_1 1.8%" \
    grt-ovfl-total 0 \
    track_usage_pct 29.3 \
    setup-tns-final_ps 0 \
    hold_buffers 0 \
    core_um2 34600 \
    end_kind "flop" \
    edf_count 264 \
    hold_viol 0 \
    netlist_top_cells_count "264 x edfxtp_1, 117 x nand2_1, 114 x mux2i_1, 66 x nor2_1, 60 x mux4_2" \
    critPathMostFrequentCell "a21o_1" \
    cp_top_family "AND-OR/OR-AND gates" \
    drt_iter0_drc 852 \
    placed_area_um2 14700 \
    synth_cell_type_count 75 \
    flop_area_um2 8130 \
    avgSynthCellArea_um2 14.1 \
    cts.path.max_buffers 3 \
    layout.area.comb_um2 5530 \
    antenna_found_initial 0 \
    synth_top_cell_by_count "edfxtp_1" \
    grt_max_degree 49 \
    fp_util_pct 40.7 \
    cts-root-buf "clkbuf_16" \
    syn_area_um2 14100 \
    top_level_ports 3 \
    dp.cells 1461 \
    slowest_delay_ps 930 \
    yosysSeqAreaShare_pct 57.7 \
    grt_pass1_vias 9929 \
    drc 0 \
    cp_data_arrival_time_ps 7930 \
    drive_above_1_share_pct 19.7 \
    critPathSlowestCell "nor3_1" \
    cts.sinks 274 \
    fin_crit_ps 7610 \
    critPathMaxFanout 39 \
    netlist_instances 1000 \
    cts_buffers 30 \
    cts_htree_levels 1 \
]
==> per-stage QoR <==
stage | hold slack (ps) | util (%) | worst slack [ps]
after floorplan | 466 | - | 6330
after global placement | 530 | 42.6 | 3850
after detailed placement | 529 | 42.6 | 3790
after CTS | 535 | 45.8 | 3760
after global routing | 602 | 45.8 | 3390
final | 535 | 45.8 | 3690
==> state kept, by name (all words and copies together) (netlist names), named ones only <==
name  flops
ac        8
mem     256
pc        5
==> cells by family after synthesis <==
kind of cell    share of synthesized area [%]
compound gates                           9.49
xor+xnor                                0.249
fa+ha+maj                                1.30
buf+inv                                  3.07
flops                                    57.7
mux                                      18.9
simple gates                             9.23
==> worst min-delay path, cell delays in order, from the launching register on <==
cell	delay (ps)
dfxtp_1	310
nor2_1	90
a2111oi_0	80
==> cell usage in the layout, fill, tap and decap left out, types with 7 or more instances in the layout <==
| cell type | count |
|---|---|
| edfxtp_1 | 264 |
| nand2_1 | 117 |
| mux2i_1 | 114 |
| nor2_1 | 64 |
| buf_4 | 61 |
| mux4_2 | 60 |
| nand3_1 | 36 |
| clkbuf_16 | 31 |
| a22oi_1 | 24 |
| o21ai_0 | 20 |
| a21oi_1 | 19 |
| a32o_1 | 18 |
| nand4_1 | 17 |
| a32oi_1 | 13 |
| ha_1 | 13 |
| o22ai_1 | 11 |
| mux2_2 | 9 |
| inv_1 | 8 |
| nor3_1 | 8 |
| o31ai_1 | 8 |
| bufinv_16 | 8 |
| a31oi_1 | 7 |
| dfxtp_1 | 7 |
==> cell type report <==
cell class / instances / area share (%)
antenna: 1 / 0.0158
clock buffer: 32 / 4.91
clock inverter: 24 / 2.09
inverter: 9 / 0.221
multi-input combinational: 660 / 34.9
sequential: 274 / 51.3
tap: 455 / 3.59
timing repair buffer: 63 / 3.01
==> final timing paths <==
| check | end | start | slack (ps) | cells past startpoint |
|---|---|---|---|---|
| worst min register to register | flop | pc[4] | 530 | 2 |
| worst max-delay path | ac[7] | flop | 3690 | 22 |
| worst min-delay path | flop | pc[4] | 530 | 2 |
| worst max register to register | ac[7] | flop | 3690 | 22 |
==> routing by layer <==
layer | track usage (%) | vias to the layer above | wire, um
met3 | 12.4 | 122 | 5540
met2 | 41.9 | 565 | 21200
met5 | 0 | - | 0
met1 | 42.9 | 4891 | 18500
met4 | 10.4 | 0 | 2320
li1 | - | 4111 | -

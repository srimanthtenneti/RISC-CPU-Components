## run.sh

```bash
#!/bin/bash
# OpenROAD 26Q1-2900-gdf79404cd8, Yosys 0.63+post, stock flow scripts
make -C /OpenROAD-flow-scripts/flow DESIGN_CONFIG=/design/flow/config.mk WORK_HOME=/design/flow/orfs finish
```

## config.mk

```make
export PLATFORM = sky130hd
export DESIGN_NAME = memory
export DESIGN_NICKNAME = memory
export VERILOG_FILES = /design/flow/design.v
export SDC_FILE = /design/flow/constraint.sdc
export NUM_CORES = 4
export LEC_CHECK = 1
export CORE_UTILIZATION = 30
```

## constraint.sdc

```tcl
current_design memory

set clk_period 3.1
set clk_io_pct 0.2

create_clock -name clk0 -period $clk_period [get_ports {clk}]

set non_clock_inputs [all_inputs -no_clocks]
set_input_delay [expr $clk_period * $clk_io_pct] -clock clk0 $non_clock_inputs
set_output_delay [expr $clk_period * $clk_io_pct] -clock clk0 [all_outputs]
```

## design.v

```verilog
`timescale 1ns / 1ns
module address_mux #(parameter WIDTH = 5) (
  input [WIDTH - 1 : 0] in0,
  input [WIDTH - 1 : 0] in1,
  input sel,
  output [WIDTH - 1 : 0]out
); 
  assign out = (sel) ? in1 : in0;
endmodule
module bus_driver #(parameter WIDTH = 8) (
  input [WIDTH - 1 : 0] data_in,
  input data_en,
  output [WIDTH - 1 : 0] data_out
); 
  assign data_out = (data_en) ? data_in : {WIDTH{1'hz}};
endmodule
module alu #(parameter WIDTH = 8) (
  input [WIDTH - 1 : 0] in_a,
  input [WIDTH - 1 : 0] in_b,
  input [$clog2(WIDTH) -1 : 0] opcode,
  output [WIDTH - 1 : 0] alu_out,
  output a_is_zero
);
  reg [WIDTH - 1 : 0] result;
  always @ (in_a, in_b, opcode)
    begin
      case(opcode)
        3'b000 : result = in_a;
        3'b001 : result = in_a;
        3'b010 : result = in_a + in_b;
        3'b011 : result = in_a & in_b;
        3'b100 : result = in_a ^ in_b;
        3'b101 : result = in_b;
        3'b110 : result = in_a;
        3'b111 : result = in_a;
        default : result = {WIDTH{1'b0}};
      endcase
    end
  assign a_is_zero = (result) ? 1'b0 : 1'b1;
  assign alu_out = result;
endmodule
module cpu_controller #(parameter op_width = 3,  max_phase = 8)(
  input [op_width -  1 : 0] opcode,
  input a_zero,
  input [max_phase - 1 : 0] phase,
  output sel,  
  output rd,  
  output ld_ir,  
  output inc_pc,  
  output halt,  
  output ld_pc,  
  output data_e,  
  output load_ac,  
  output wr  
);
  reg sel_, rd_, ld_ir_, inc_pc_, halt_, ld_pc_, data_e_, load_ac_, wr_; 
  reg H, J, A, Z , S;
  always @ (opcode, a_zero, phase)
    begin
      A = (opcode == 3'b010 | opcode == 3'b011 | opcode == 3'b100 | opcode == 3'b101) ? 1'b1 : 1'b0;
      H = (opcode == 3'b000) ? 1'b1 : 1'b0;
      Z = (opcode == 3'b100 && a_zero) ? 1'b1 : 1'b0;
      J = (opcode == 3'b111) ? 1'b1 : 1'b0;
      S = (opcode == 3'b110) ? 1'b1 : 1'b0;
      case (phase)
        8'd0 : begin
           sel_     = 1;
           rd_      = 0;
           ld_ir_   = 0;
           inc_pc_  = 0;
           halt_    = 0;
           ld_pc_   = 0;
           data_e_  = 0;
           load_ac_ = 0;
           wr_      = 0;
        end
        8'd1 : begin
           sel_     = 1;
           rd_      = 1;
           ld_ir_   = 0;
           inc_pc_  = 0;
           halt_    = 0;
           ld_pc_   = 0;
           data_e_  = 0;
           load_ac_ = 0;
           wr_      = 0;
        end
        8'd2 : begin
           sel_     = 1;
           rd_      = 1;
           ld_ir_   = 1;
           inc_pc_  = 0;
           halt_    = 0;
           ld_pc_   = 0;
           data_e_  = 0;
           load_ac_ = 0;
           wr_      = 0;
        end
        8'd3 : begin
           sel_     = 1;
           rd_      = 1;
           ld_ir_   = 1;
           inc_pc_  = 0;
           halt_    = 0;
           ld_pc_   = 0;
           data_e_  = 0;
           load_ac_ = 0;
           wr_      = 0;
        end
        8'd4 : begin     
           sel_     = 0;
           rd_      = 0;
           ld_ir_   = 0;
           inc_pc_  = 1;
           halt_    = H;
           ld_pc_   = 0;
           data_e_  = 0;
           load_ac_ = 0;
           wr_      = 0;
        end
        8'd5 : begin  
           sel_     = 0;
           rd_      = A;
           ld_ir_   = 0;
           inc_pc_  = 0;
           halt_    = 0;
           ld_pc_   = 0;
           data_e_  = 0;
           load_ac_ = 0;
           wr_      = 0;
        end
        8'd6 : begin
           sel_     = 0;
           rd_      = A;
           ld_ir_   = 0;
           inc_pc_  = Z;
           halt_    = 0;
           ld_pc_   = J;
           data_e_  = S;
           load_ac_ = 0;
           wr_      = 0;
        end
        8'd7 : begin
           sel_     = 0;
           rd_      = A;
           ld_ir_   = 0;
           inc_pc_  = 0;
           halt_    = 0;
           ld_pc_   = J;
           data_e_  = S;
           load_ac_ = A;
           wr_      = S;
        end
      endcase
    end
      assign sel = sel_;
      assign rd = rd_;
      assign ld_ir = ld_ir_;
      assign inc_pc = inc_pc_;
      assign halt = halt_;
      assign ld_pc = ld_pc_;
      assign data_e = data_e_;
      assign load_ac = load_ac_;
      assign wr = wr_;
endmodule
module register #(parameter WIDTH = 8) (
  input clk,
  input rst,
  input [WIDTH - 1 : 0] data_in,
  input load,
  output [WIDTH - 1 : 0] data_out
); 
  reg [WIDTH - 1 : 0] data_out_;
  always @ (posedge clk)
    begin
      if (rst)
        data_out_ <= {WIDTH{1'b0}};
      else
        begin
          if (load)
            data_out_ <= data_in;
          else
            data_out_ <= data_out_;
        end
    end 
  assign data_out = data_out_;
endmodule
module memory #(parameter A_WIDTH = 5, D_WIDTH = 8)(
   input clk,
   input wr,
   input rd,
   input [A_WIDTH -1 : 0] addr,
   inout [D_WIDTH -1 : 0] data
); 
  reg [D_WIDTH -1 : 0] data_;
  reg [D_WIDTH - 1 : 0] mem [2**A_WIDTH -1 : 0];
  always @ (posedge clk)
    begin
      if(wr)
        mem[addr] <= data_;
      else if (rd)
        data_ <= mem[addr];
      else
        data_ <= {D_WIDTH{1'hz}};
    end
   assign data = data_;
endmodule
```

==> flow_summary.toml <==
# generated from flow reports
[run_status]
status = "aborted with a tool error"
stop_stage = "clock tree synthesis"
stop_error = "[error] [KeplerFormal.cpp:679] Workflow failed: Iso has multiple drivers: .data0, data[0]$_DFFE_PN_.Q0"

[die]
fp_util_pct = 30.60
die_h_um = 187.2
io_pins = 16
row_count = 67
fp.dieW_um = 187.2

[clocking]
cts_hold_buffers = 0
post_cts_buffers = 0
cts_buffers = 26
cts.path.max_buffers = 3
ctsResizeCount = 0
htreeDepth = 1
cts_root_buf = "clkbuf_16"
cts.sinks = 264

[synth]
yosys_register_bits = 264
yosysTopAreaCell = "edfxtp_1"
top_cell_area_share_pct = 77.06
ys_cells = 577
ys_seq_share_pct = 77.06
syn_inst = 577
yosys-stat-area_um2 = 10290
avgSynthCellArea_um2 = 17.83
ys_types = 24
yosysWarnings = 3
area_leaders = "edfxtp_1 (77%), mux2i_1 (12%), o22ai_1 (3.8%), buf_2 (1.1%), nor2_1 (1.1%)"
synth_area_um2 = 10290

[placement]
port_buffers = 6
post-dp-hpwl_mm = 13.27
gp_congestion = 0.8513
## per-stage QoR
stage | cells | total power [uW] | hold WS [ps] | worst slack, ps | area [um2]
after floorplan | 577 | 4307 | 647.6 | 651.2 | 10290
after global placement | 1061 | 4530 | 514.6 | 250.0 | 11300
after detailed placement | 1061 | 4454 | 515.4 | 203.5 | 11300
## synth_stat cells (all sizes together)
cell type / count
nor2: 29
clkbuf: 8
nor4: 16
or3b: 2
nand3b: 4
mux2i: 128
nor3: 4
or3: 2
o22ai: 64
buf: 27
nand3: 2
inv: 1
nand4bb: 5
nand4b: 4
or4bb: 1
or4b: 4
nand4: 1
nand2: 10
or4: 1
edfxtp: 264
## logic make-up after synthesis
family | synth area share [%]
flops | 77.06
mux | 12.45
simple gates | 4.792
compound gates | 3.953
buf+inv | 1.739
No activity file was given, so power comes from the tool's default toggle rates.
